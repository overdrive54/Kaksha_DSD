==> flow/run.sh <==
#!/bin/bash
# OpenROAD 26Q1-2900-gdf79404cd8, Yosys 0.63+post, stock flow scripts
make -C /OpenROAD-flow-scripts/flow DESIGN_CONFIG=/design/flow/config.mk WORK_HOME=/design/flow/orfs finish
==> flow/config.mk <==
export PLATFORM = sky130hd
export DESIGN_NAME = register_16x16
export DESIGN_NICKNAME = register_16x16
export VERILOG_FILES = /design/flow/design.v
export SDC_FILE = /design/flow/constraint.sdc
export NUM_CORES = 4
export LEC_CHECK = 1
export CORE_UTILIZATION = 30
==> flow/constraint.sdc <==
current_design register_16x16

set clk_period 3.1
set clk_io_pct 0.2

create_clock -name clk0 -period $clk_period [get_ports {clk}]

set non_clock_inputs [all_inputs -no_clocks]
set_input_delay [expr $clk_period * $clk_io_pct] -clock clk0 $non_clock_inputs
set_output_delay [expr $clk_period * $clk_io_pct] -clock clk0 [all_outputs]
==> flow/design.v <==
`timescale 1ns / 1ps
module write (
    input wire clk,
    input wire reset,
    input wire write_enable,
    input wire [3:0] write_add,
    input wire [15:0] write_val,
    output reg [255:0] reg_flat
);
always @(posedge clk) begin
    if (reset) begin
        reg_flat <= 256'b0;
    end
    else if (write_enable) begin
        reg_flat[write_add*16 +: 16] <= write_val;
    end
end
endmodule
module read (
    input wire [3:0] read_1_add,
    input wire [3:0] read_2_add,
    input wire [255:0] reg_flat,
    output wire [15:0] read_1_val,
    output wire [15:0] read_2_val
);
assign read_1_val = reg_flat[read_1_add*16 +: 16];
assign read_2_val = reg_flat[read_2_add*16 +: 16];
endmodule
module register_16x16(
    input wire clk,
    input wire reset,
    input wire write_read_enable,     
    input wire [3:0] write_add,       
    input wire [15:0] write_val,      
    input wire [3:0] read_1_add,      
    input wire [3:0] read_2_add,      
    output wire [15:0] read_1_val,    
    output wire [15:0] read_2_val     
);
wire [255:0] registers_flat;
wire write_en = ~write_read_enable;
write write_inst (
    .clk(clk),
    .reset(reset),
    .write_enable(write_en),
    .write_add(write_add),
    .write_val(write_val),
    .reg_flat(registers_flat)
);
read read_inst (
    .read_1_add(read_1_add),
    .read_2_add(read_2_add),
    .reg_flat(registers_flat),
    .read_1_val(read_1_val),
    .read_2_val(read_2_val)
);
endmodule
==> run summary <==
run metrics: status finished clean, worst reg2reg setup slack 2310 ps, hold buffers post-CTS 0, Largest register FFs 256, GR Overflow Total 0, HP Class reg2reg, Fillers about 4.2k, residual DRC count 0, internal power between 5 and 6 mW, FP Util 0.3050, GRT Overall Usage 0.2125, crit path launch type input port, 1st-pass router iterations 7, Crit path top cell by count clkdlybuf4s50_1, Design Power 7.358 mW, antenna violations before repair 0, number of logged tool warnings 26, Cell Area, Synth 13170 um2, max cap viols 0, min setup slack post-route roughly 33 ps, final setup vio count 0, post-synthesis cell count 1302, buffer levels on the longest clock path 3, die height 211.5 um, first-pass GRT wire length between 60000 and 70000 um, CTS tree done, Yosys Warn Count 1, worst vdd ir 0.5355 mV, Dominant flop cell dfxtp_1, Reg with most FFs write_inst.reg_flat, Clock Sinks ~260, crit-path cells clkdlybuf4s50_1 -> nor2b_1 -> buf_12 -> a22oi_1 -> nand2_1 -> clkdlybuf4s50_1, most instantiated logic cells after routing 256 x dfxtp_1, 177 x nand2_1, 128 x mux4_2, 99 x inv_1, pwr dens 465.5 nW/um2, Non-Filler Cell Area, Final around 16000 um2, total CTS buffers 25, Area growth, synth to finish 20.05%, htree depth 1, Port Buffers 62, Setup Crit Path Kind in2out, routed vias/inst ~5.7, CP Data Arrival Time 2450 ps, final period utilization 0.9894, fin. max-slew vios 0, RSZ-0062 raised after global routing yes, FFs w/ async S/R, synth 0, slowest cell on the critical path clkdlybuf4s50_1, fraction of layout cells with a size suffix above 1 0.2081, share of power burned in registers 0.458, Final GP Congestion slightly above 0.9, Slew headroom 0.5480, highest attainable clock frequency about 330 MHz, Final Hold Fails 0, placed cell areas roughly 15000 um2, register bit total from synthesis about 260, Distinct cells, synth 48, # rows about 76, Synth Seq Share 0.3893, net switching power approximately 1.8 mW, Post-CTS Setup Bufs 0, worst-path maximum fanout 16, Worst Tran Pin Value between 600 and 700 ps, root buf cell clkbuf_16, combinational group share of total power 0.106, CP Data Required Time 2480 ps, Resized cells post-CTS 0, I/O pin count about 63, sw frac 0.2462, die area 44730 um2, Final Skew 0 ps, CP max stage delay 530 ps, core area 43170 um2, Clock Power Share 0.436, Largest regs write_inst.reg_flat x256, wire per inst about 23 um, commonest non-fill, non-tap cell in the layout dfxtp_1, yosys stat area around 13000 um2, DRT Wirelength 45080 um, Post-Syn Area per Cell just over 10 um2, pre-CTS setup slack 39.01 ps, yosys stat cell total about 1.3k, clk latency of the worst-skew pair around 530 ps, antenna cell count 0, Final Core Density 0.3661, maximum number of pins on one net before global-route repair around 60, vias in the first global route roughly 11k, fin crit period about 3000 ps, Detail Route Antenna Nets 0, die width between 200 and 250 um, 1st-iter DRT viols 809, total number of vias approximately 11k, CTS clk-pin slew, worst paths around 60 ps, DP HPWL ~29000 um, Critical Path Sink Type output pin, count of library flops with an enable pin 0, static leakage approximately 5 nW
## kinds of logic (layout without fill, tap and decap cells)
group / count (synthesis) / count (layout) / share of synthesized area
AOI/OAI and AO/OA: 354 / 354 / 0.1822
xor gates and xnor gates: 2 / 2 / 0.001901
adders and majority gates: 2 / 2 / 0.001900
buffers and inverters: 235 / 293 / 0.07546
DFF: 256 / 256 / 0.3893
muxes: 144 / 144 / 0.2311
and+or+nand+nor: 309 / 309 / 0.1181
## final timing paths
kind / from / cells past startpoint / endpoint
min: write_inst.reg_flat[161] / 2 / write_inst.reg_flat[161]
max reg2reg: write_inst.reg_flat[156] / 2 / write_inst.reg_flat[156]
max: read_1_add[2] / 6 / read_1_val[4]
min reg2reg: write_inst.reg_flat[161] / 2 / write_inst.reg_flat[161]
## Yosys cell counts, types with 3 or more instances
cell type    n  area (um2)
clkbuf_1    80       300.3
mux2i_1     16       160.2
o211ai_1     4       30.03
o21ai_0     81       405.4
nor2b_1      7       43.79
nand3_1     19       95.09
nand3b_1    48       360.4
buf_2       23       115.1
o2111ai_1    4       35.03
dfxtp_1    256        5125
buf_6        6       67.56
nand2b_1    32       200.2
a21oi_1     96       480.5
nor2_1      10       37.54
o32ai_1     96       840.8
buf_1       19       71.32
a22oi_1     64       480.5
mux4_2     128        2883
buf_4        3       22.52
nand2_1    177       664.4
inv_1       99       371.6
## power groups by stage
stage | Sequential [mW] | Clock (mW) | Combinational, mW
finish | 3.37 | 3.21 | 0.779
global route | 3.37 | 3.38 | 0.822
CTS | 3.37 | 3.24 | 0.765
## per-layer routing
layer / wire length, um / GRT usage / up-vias
met5: 76 / 0.01335 / -
met4: 1158 / 0.04623 / 2
met3: 6408 / 0.1118 / 90
met2: 19560 / 0.3100 / 594
met1: 17880 / 0.2841 / 5510
li1: - / - / 4965
## worst max-delay path, delay by kind of cell
kind | cells | cell delay [ps]
AND/OR/NAND/NOR | 2 | 450
AND-OR/OR-AND | 1 | 110
buffers and inverters | 3 | 1260
## area by class of cell
cell class / instances / area [um2] / share of cell area
sequential: 256 / 5125 / 0.3243
tap: 585 / 732.0 / 0.04631
clock inverter: 6 / 105.1 / 0.006650
multi-input combinational: 811 / 7102 / 0.4493
clock buffer: 38 / 744.5 / 0.04710
timing repair buffer: 149 / 1622 / 0.1026
inverter: 100 / 375.4 / 0.02375
## per-stage QoR
step | hold slack, ps | cells | TNS (ps)
finish | 463.9 | 1945 | 0
global route | 481.0 | 1945 | -157.0
CTS | 468.2 | 1945 | 0
detailed placement | 457.0 | 1901 | 0
global placement | 449.9 | 1901 | 0
floorplan | 439.1 | 1302 | 0
Power and IR drop assume default switching activity.
