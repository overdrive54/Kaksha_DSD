**/design/flow/config.mk**
```make
export PLATFORM = sky130hd
export DESIGN_NAME = multiplier_16bit
export DESIGN_NICKNAME = multiplier_16bit
export VERILOG_FILES = /design/flow/design.v
export SDC_FILE = /design/flow/constraint.sdc
export NUM_CORES = 4
export LEC_CHECK = 1
export CORE_UTILIZATION = 40
```
**/design/flow/constraint.sdc**
```tcl
current_design multiplier_16bit

set clk_period 13.4
set clk_io_pct 0.2

create_clock -name clk0 -period $clk_period [get_ports {clk}]

set non_clock_inputs [all_inputs -no_clocks]
set_input_delay [expr $clk_period * $clk_io_pct] -clock clk0 $non_clock_inputs
set_output_delay [expr $clk_period * $clk_io_pct] -clock clk0 [all_outputs]
```
**/design/flow/design.v**
```verilog
`timescale 1ns / 1ps
module wallace_tree #(
    parameter W  = 32,
    parameter g = 4
)(
    input  wire [(8*W)-1:0] pp_flat,
    input  wire signed [W-1:0] acc_in,
    output wire [(W)+g-1:0] row0,
    output wire [(W)+g-1:0] row1
);
    localparam WT = (W) + g;   
    wire [WT-1:0] pp [0:7];
    genvar j;
    generate
        for (j = 0; j < 8; j = j + 1) begin
            wire [W-1:0] pp_w;
            assign pp_w = pp_flat[(j+1)*W-1 -: W];
            assign pp[j] = {{(WT-W){pp_w[W-1]}}, pp_w};
        end
    endgenerate
    wire [WT-1:0] product_ext;
    assign product_ext = {{(WT-W){acc_in[W-1]}}, acc_in};
    wire [WT-1:0] s1_0, c1_0;
    wire [WT-1:0] s1_1, c1_1;
    wire [WT-1:0] s1_2, c1_2;
    genvar i;
    generate
        for (i = 0; i < WT; i = i + 1) begin
            fa fa1 (pp[0][i], pp[1][i], pp[2][i], s1_0[i], c1_0[i]);
            fa fa2 (pp[3][i], pp[4][i], pp[5][i], s1_1[i], c1_1[i]);
            fa fa3 (pp[6][i], pp[7][i], product_ext[i], s1_2[i], c1_2[i]);
        end
    endgenerate
    wire [WT-1:0] c1_0s = {c1_0[WT-2:0], 1'b0};
    wire [WT-1:0] c1_1s = {c1_1[WT-2:0], 1'b0};
    wire [WT-1:0] c1_2s = {c1_2[WT-2:0], 1'b0};
    wire [WT-1:0] c2_0, c2_1,s2_0,s2_1;
    wire [WT-1:0] c2_0s, c2_1s;
    generate
        for (i = 0; i < WT; i = i + 1) begin
            fa fa4 (s1_0[i], c1_0s[i], s1_2[i], s2_0[i], c2_0[i]);
            fa fa5 (s1_1[i], c1_1s[i], c1_2s[i], s2_1[i], c2_1[i]);
        end
    endgenerate
    assign c2_0s = {c2_0[WT-2:0], 1'b0};
    assign c2_1s = {c2_1[WT-2:0], 1'b0};
    wire [WT-1:0] c3_0,s3_0;
    wire [WT-1:0] c3_0s;
    generate
        for (i = 0; i < WT; i = i + 1) begin
            fa fa6 (s2_0[i], c2_0s[i], s2_1[i], s3_0[i], c3_0[i]);
        end
    endgenerate
    assign c3_0s = {c3_0[WT-2:0], 1'b0};
    wire [WT-1:0] c4_0;
    generate
        for (i = 0; i < WT; i = i + 1) begin
            fa fa7 (s3_0[i], c3_0s[i], c2_1s[i], row0[i], c4_0[i]);
        end
    endgenerate
    assign row1 = {c4_0[WT-2:0], 1'b0};
endmodule
module multiplier_16bit #(
parameter W=16,
parameter g=4
) (
    input  wire clk,
    input  wire rst,
    input  wire signed [W-1:0] a,
    input  wire signed [W-1:0] b,
    output reg  signed [2*W-1:0] product,
    output reg  signed [W-1:0]   a_out,
    output reg  signed [W-1:0]   b_out
);
    localparam WT = (2*W)+g;
    reg signed [2*W-1:0] acc_reg;
    wire signed [(8*2*W)-1:0] pp_flat;
    booth_radix4 booth (
        .a(a),
        .b(b),
        .pp_flat(pp_flat)
    );
    wire signed [WT-1:0] row0, row1;
    wallace_tree wt (
        .pp_flat(pp_flat),
        .acc_in (acc_reg),
        .row0   (row0),
        .row1   (row1)
    );
    wire signed [WT-1:0] final_sum_wide;
    carry_skip_adder cpa (
        .a   (row0),
        .b   (row1),
        .cin (1'b0),
        .sum (final_sum_wide),
        .cout()
    );
    always @(posedge clk) begin
        if (rst) begin
            product <= 0;
            acc_reg <= 0;
            a_out   <= 0;
            b_out   <= 0;
        end else begin
            product <= final_sum_wide[2*W-1:0];
            acc_reg <= final_sum_wide[2*W-1:0];
            a_out <= a;
            b_out <= b;
        end
    end
endmodule
module cla_4bit (
    input  wire [3:0] a, b,
    input  wire       cin,
    output wire [3:0] sum,
    output wire       cout,
    output wire       prop
);
    wire [3:0] g, p;
    wire [4:0] c;
    assign p = a ^ b;
    assign g = a & b;
    assign c[0] = cin;
    assign c[1] = g[0] | (p[0] & c[0]);
    assign c[2] = g[1] | (p[1] & c[1]);
    assign c[3] = g[2] | (p[2] & c[2]);
    assign c[4] = g[3] | (p[3] & c[3]);
    assign sum  = p ^ c[3:0];
    assign cout = c[4];
    assign prop = &p;
endmodule
module carry_skip_adder #(
    parameter W = 16,
    parameter g = 4
)(
    input  wire [(W*2)+g-1:0] a, b,
    input  wire         cin,
    output wire [(W*2)+g-1:0] sum,
    output wire         cout
);
    localparam WT = (2*W)+g;
    localparam BLOCKS = WT / 4;
    wire [BLOCKS:0] c;
    wire [BLOCKS-1:0] block_prop;
    assign c[0] = cin;
    genvar i;
    generate
        for (i = 0; i < BLOCKS; i = i + 1) begin : CSA
            wire cout_i;
            cla_4bit cla (
                .a   (a[i*4 +: 4]),
                .b   (b[i*4 +: 4]),
                .cin (c[i]),
                .sum (sum[i*4 +: 4]),
                .cout(cout_i),
                .prop(block_prop[i])
            );
            assign c[i+1] = block_prop[i] ? c[i] : cout_i;
        end
    endgenerate
    assign cout = c[BLOCKS];
endmodule
module booth_radix4 #(
    parameter W = 16
)(
    input  wire signed [W-1:0] a,
    input  wire signed [W-1:0] b,
    output wire signed [(8*2*W)-1:0] pp_flat
);
    wire signed [W:0]   a_ext = {a[W-1], a};
    wire        [W+1:0] b_ext = {b[W-1], b, 1'b0};
    genvar i;
    generate
        for (i = 0; i < 8; i = i + 1) begin : BOOTH
            wire [2:0] booth_bits = b_ext[2*i +: 3];
            reg  signed [W+1:0] mult;
            wire signed [2*W-1:0] pp_i;
            always @(*) begin
                case (booth_bits)
                    3'b000,
                    3'b111: mult = 0;
                    3'b001,
                    3'b010: mult = {{a_ext[W]}, a_ext};
                    3'b011: mult = {a_ext, 1'b0};
                    3'b100: mult = -{a_ext, 1'b0};
                    3'b101,
                    3'b110: mult = -{{a_ext[W]}, a_ext};
                    default: mult = 0;
                endcase
            end
            assign pp_i = $signed(mult) <<< (2*i);
            assign pp_flat[(i+1)*2*W-1 -: 2*W] = pp_i;
        end
    endgenerate
endmodule
module fa (
    input  wire a,
    input  wire b,
    input  wire c,
    output wire sum,
    output wire carry
);
    assign sum   = a ^ b ^ c;
    assign carry = (a & b) | (b & c) | (a & c);
endmodule
```
**/design/flow/run.sh**
```bash
#!/bin/bash
# OpenROAD 26Q1-2900-gdf79404cd8, Yosys 0.63+post, stock flow scripts
make -C /OpenROAD-flow-scripts/flow DESIGN_CONFIG=/design/flow/config.mk WORK_HOME=/design/flow/orfs finish
```
==> flow_summary.ini <==
; generated from flow reports
[worst_setup_path]
crit_path_start_kind = primary input
required_ns = 13.70
path_class = primary input to flop
cp_common_cell = fa_2
critical-path-max-stage-delay_ns = 0.45
endpoint_kind = flop
crit_slowest_cell = fa_1
arrival_ns = 16.58
crit_fanout = 5

[logic_synthesis]
top_cells_by_count = 199 x inv_1, 172 x fa_1, 117 x nand2_1
synth-main-ff-cell = dfxtp_1
synth_cell_types = 76
netlist_area_um2 = 12600
edf_count = 0
ys_seq_share_pct = 10.1
yosysWarnings = 3
avgSynthCellArea_um2 = 8.18
synth_cells = 1543
yosys-stat-cells = 1543
netlist.area_leader.share_pct = 27.3
synthArstFlopShare_pct = 0
topCellsByArea = fa_1 27%, dfxtp_1 10%, inv_1 5.9%
synth_dominant_cell_count = inv_1
ys_seq_elements = 64
yosysChipArea_um2 = 12600
top_area_cell = fa_1

[outcome]
violations = setup timing
status = finished with violations

[clock_tree]
cts_buffers = 9
cts_hold_buffers = 0
clkTransAtPathRegs_ns = 0.05
root_buffer = clkbuf_16
cts_tree = built
clock_sinks = 64
clkLatencyLatePin_ns = 0.37
h-tree-depth = 3
cts_buffer_depth = 2

[grt]
antenna_found_initial = 1
grtUsageTotal_pct = 34.3
grt_pass1_wl_um = 79200
grt_overflow = 0
grt_pass1_vias = 12800
grt_max_degree = 46

[sta]
fmax_ghz = 0.0614
skew_ns = 0.00437
fin_crit_ns = 16.28
worst_slew_pin_slew_ns = 0.748
relSlewSlack_pct = 50.1
setup_violations = 8
hold_violations = 0
timing.final.max_slew_violations = 0
layout_setup_ws_ns = -2.88
rsz0062_at_grt = true
tns_ns = -11.64
whs_ns = 0.789
period_used_pct = 121

[cells_and_area]
syn2layout_area_growth_pct = 29.7
final_layout_size_suffix_gt1_share_pct = 25.8
final_util_pct = 53.1
seq_area_um2 = 1280
largest_reg_flops = 32
nFillCells = 2829
logic_area_um2 = 10200

[pwr]
powerDensity_nw_per_um2 = 277
vdd_drop_max_mv = 0.468
leakagePower_uw = 0.00744

[drt]
antenna_left = 0
drc = 0
drt-total-wl_um = 51700
via_per_inst = 5.69
route.detailed.wl_per_inst_um = 23.5
drt_iter0_drc = 1119
vias = 12500
antenna_cells = 0
dr.pass1.iters = 27

[placement]
place_ws_ns = -3.62
dpl.hpwl_um = 40300
portBuffers = 97
gp_congestion = 1.04

[floorplan]
fp-utilization_pct = 41.0
io_pins = 98
coreArea_um2 = 30800
rows = 64
fp.dieH_um = 180
die_w_um = 180
die-area_um2 = 32300

[flow_run]
tool_warnings = 54
maxCapViolations = 0

[worst_hold_path]
hold_class = flop to flop
==> critical path, delay by kind of cell <==
kind            cells  cell delay, ns
compound gates      4            0.53
xor+xnor            4            0.56
fa+ha+maj          32           10.39
buf+inv             4            0.27
mux                 3            0.75
simple gates       10            1.39
==> timing repair <==
action,in CTS,in global routing
setup buffers,31,4
endpoints found under the setup margin,8,9
gates resized,43,30
pin swaps,24,15
==> cell type report <==
cell class / instances / area share (%)
sequential: 64 / 7.82
inverter: 205 / 4.80
timing repair buffer: 418 / 20.6
clock inverter: 3 / 0.260
multi-input combinational: 1103 / 62.0
tap: 396 / 3.02
clock buffer: 12 / 1.50
==> kinds of logic (layout without fill, tap and decap cells) <==
group | Yosys count | in the layout | share of synthesized area (%)
AND-OR/OR-AND | 395 | 395 | 22.0
XOR/XNOR | 75 | 75 | 5.50
adder cells (fa/ha/maj) | 226 | 226 | 32.6
buffers and inverters | 376 | 638 | 12.4
flip-flops | 64 | 64 | 10.1
multiplexers | 45 | 45 | 3.61
AND/OR/NAND/NOR | 362 | 362 | 13.8
==> cell usage in the layout, fill, tap and decap left out, types with 43 or more instances in the layout <==
cell type | netlist | layout
o21ai_0 | 85 | 79
a221oi_1 | 66 | 64
clkdlybuf4s50_1 | 0 | 85
dfxtp_1 | 64 | 64
nor2_1 | 103 | 101
fa_1 | 172 | 145
inv_1 | 199 | 191
xnor2_1 | 50 | 43
buf_4 | 36 | 319
a21oi_1 | 74 | 73
nand2_1 | 117 | 112
ha_1 | 54 | 45
nor2b_1 | 49 | 47
==> worst paths after layout <==
check	start	endpoint	slack (ns)	cells after the start
worst max-delay path	a[0]	acc_reg[31]	-2.88	57
worst min-delay path	acc_reg[0]	acc_reg[0]	0.79	2
worst max register to register	acc_reg[3]	acc_reg[31]	0.15	51
worst min register to register	acc_reg[0]	acc_reg[0]	0.79	2
==> routing by layer <==
| layer | up-vias | track usage [%] | part of all wire [%] |
|---|---|---|---|
| li1 | 5676 | - | - |
| met3 | 152 | 5.51 | 6.7 |
| met2 | 592 | 55.3 | 47 |
| met1 | 6107 | 46.9 | 40 |
| met4 | 0 | 15.0 | 5.7 |
| met5 | - | 0 | 0 |
==> through the flow <==
| stage | area (µm²) | power, µW | std cells |
|---|---|---|---|
| floorplan | 12900 | 2840 | 1543 |
| CTS | 16300 | 4490 | 2198 |
| detailed placement | 15600 | 3960 | 2152 |
| global route | 16400 | 5160 | 2201 |
| global placement | 15600 | 3990 | 2152 |
| finish | 16400 | 4540 | 2201 |
==> report_power, final <==
group	switching [µW]	internal [µW]
combinational	1920	2070
sequential	38.3	271
clock	92.8	147
Power figures rest on the tool's default switching activity, not on a simulated workload.
