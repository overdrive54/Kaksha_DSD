==> /design/flow/design.v <==
`timescale 1ns / 1ps
module vector_hazard_detector #(
    parameter int unsigned NUM_LANES = 4,
    parameter int unsigned VREG_D    = 32,
    parameter int unsigned VREG_W    = 128
)(
    input  logic                                            valid_0_i,
    input  logic [$clog2(VREG_D)-1:0]                       dest_reg_0_i,
    input  logic [NUM_LANES-1:0][(VREG_W/NUM_LANES)/8-1:0] byte_en_0_i,
    input  logic                                            valid_1_i,
    input  logic [$clog2(VREG_D)-1:0]                       dest_reg_1_i,
    input  logic [NUM_LANES-1:0][(VREG_W/NUM_LANES)/8-1:0] byte_en_1_i,
    output logic                                            stall_1_o   
);
    logic same_register;
    logic bytes_overlap;
    always_comb begin
        same_register = (dest_reg_0_i == dest_reg_1_i);
        bytes_overlap = |({byte_en_0_i} & {byte_en_1_i});
        if (valid_0_i && valid_1_i && same_register && bytes_overlap) begin
            stall_1_o = 1'b1; 
        end else begin
            stall_1_o = 1'b0; 
        end
    end
endmodule
module vreg #(
    parameter int unsigned NUM_LANES = 4,    
    parameter int unsigned VREG_W    = 512,  
    parameter int unsigned VREG_D    = 32,   
    parameter int unsigned RD_PORTS  = 2,    
    parameter int unsigned WR_PORTS  = 2     
)(
    input  logic clk_i,
    input  logic [RD_PORTS-1:0][$clog2(VREG_D)-1:0]                    rd_addr_i,
    output logic [RD_PORTS-1:0][NUM_LANES-1:0][(VREG_W/NUM_LANES)-1:0] rd_data_o,
    input  logic [WR_PORTS-1:0]                                        wr_en_i,
    input  logic [WR_PORTS-1:0][$clog2(VREG_D)-1:0]                    wr_addr_i,
    input  logic [WR_PORTS-1:0][NUM_LANES-1:0][(VREG_W/NUM_LANES)-1:0] wr_data_i,
    input  logic [WR_PORTS-1:0][NUM_LANES-1:0][(VREG_W/NUM_LANES)/8-1:0] wr_be_i 
);
    localparam int unsigned LANE_W  = VREG_W / NUM_LANES;
    localparam int unsigned LANE_BE = LANE_W / 8;
    localparam int unsigned ADDR_W  = $clog2(VREG_D);
    logic [LANE_W-1:0] lane_mem [NUM_LANES][VREG_D];
    initial begin
        for (int l = 0; l < NUM_LANES; l++) begin
            for (int r = 0; r < VREG_D; r++) begin
                lane_mem[l][r] = '0;
            end
        end
    end
    always_ff @(posedge clk_i) begin
        for (int l = 0; l < NUM_LANES; l++) begin
            for (int b = 0; b < LANE_BE; b++) begin
                if (wr_en_i[0] && wr_be_i[0][l][b]) begin
                    lane_mem[l][wr_addr_i[0]][b*8 +: 8] <= wr_data_i[0][l][b*8 +: 8];
                end
                if (wr_en_i[1] && wr_be_i[1][l][b]) begin
                    lane_mem[l][wr_addr_i[1]][b*8 +: 8] <= wr_data_i[1][l][b*8 +: 8];
                end
            end
        end
    end
    always @(posedge clk_i) begin
        for (int p = 0; p < RD_PORTS; p++) begin
            for (int l = 0; l < NUM_LANES; l++) begin
                rd_data_o[p][l] = lane_mem[l][rd_addr_i[p]];
            end
        end
    end
endmodule
module vreg_writeback_stage #(
    parameter int unsigned NUM_LANES = 4,
    parameter int unsigned VREG_W    = 128,
    parameter int unsigned VREG_D    = 32,
    parameter int unsigned RD_PORTS  = 2,
    parameter int unsigned WR_PORTS  = 2
)(
    input  logic clk_i,
    input  logic [RD_PORTS-1:0][$clog2(VREG_D)-1:0]                    rd_addr_i,
    output logic [RD_PORTS-1:0][NUM_LANES-1:0][(VREG_W/NUM_LANES)-1:0] rd_data_o,
    input  logic                                                       valid_compute_i,
    input  logic [$clog2(VREG_D)-1:0]                                  addr_compute_i,
    input  logic [NUM_LANES-1:0][(VREG_W/NUM_LANES)-1:0]               data_compute_i,
    input  logic [NUM_LANES-1:0][(VREG_W/NUM_LANES)/8-1:0]             be_compute_i,
    input  logic                                                       valid_lsu_i,
    input  logic [$clog2(VREG_D)-1:0]                                  addr_lsu_i,
    input  logic [NUM_LANES-1:0][(VREG_W/NUM_LANES)-1:0]               data_lsu_i,
    input  logic [NUM_LANES-1:0][(VREG_W/NUM_LANES)/8-1:0]             be_lsu_i,
    output logic                                                       stall_lsu_o
);
    logic [WR_PORTS-1:0]                                         rf_wr_en;
    logic [WR_PORTS-1:0][$clog2(VREG_D)-1:0]                      rf_wr_addr;
    logic [WR_PORTS-1:0][NUM_LANES-1:0][(VREG_W/NUM_LANES)-1:0]   rf_wr_data;
    logic [WR_PORTS-1:0][NUM_LANES-1:0][(VREG_W/NUM_LANES)/8-1:0] rf_wr_be;
    vector_hazard_detector #(
        .NUM_LANES(NUM_LANES),
        .VREG_D(VREG_D),
        .VREG_W(VREG_W)
    ) hazard_unit (
        .valid_0_i    (valid_compute_i),
        .dest_reg_0_i (addr_compute_i),
        .byte_en_0_i  (be_compute_i),
        .valid_1_i    (valid_lsu_i),
        .dest_reg_1_i (addr_lsu_i),
        .byte_en_1_i  (be_lsu_i),
        .stall_1_o    (stall_lsu_o)
    );
    always_comb begin
        rf_wr_en[0]   = valid_compute_i;
        rf_wr_addr[0] = addr_compute_i;
        rf_wr_data[0] = data_compute_i;
        rf_wr_be[0]   = be_compute_i;
        rf_wr_en[1]   = valid_lsu_i & ~stall_lsu_o; 
        rf_wr_addr[1] = addr_lsu_i;
        rf_wr_data[1] = data_lsu_i;
        rf_wr_be[1]   = be_lsu_i;
    end
    vreg #(
        .NUM_LANES(NUM_LANES),
        .VREG_W(VREG_W),
        .VREG_D(VREG_D),
        .RD_PORTS(RD_PORTS),
        .WR_PORTS(WR_PORTS)
    ) regfile_core (
        .clk_i       (clk_i),
        .rd_addr_i   (rd_addr_i),
        .rd_data_o   (rd_data_o),
        .wr_en_i     (rf_wr_en),
        .wr_addr_i   (rf_wr_addr),
        .wr_data_i   (rf_wr_data),
        .wr_be_i     (rf_wr_be)
    );
endmodule
==> /design/flow/run.sh <==
#!/bin/bash
# OpenROAD 26Q1-2900-gdf79404cd8, Yosys 0.63+post, stock flow scripts
make -C /OpenROAD-flow-scripts/flow DESIGN_CONFIG=/design/flow/config.mk WORK_HOME=/design/flow/orfs finish
==> /design/flow/config.mk <==
export PLATFORM = sky130hd
export DESIGN_NAME = vreg_writeback_stage
export DESIGN_NICKNAME = vreg_writeback_stage
export VERILOG_FILES = /design/flow/design.v
export SDC_FILE = /design/flow/constraint.sdc
export NUM_CORES = 4
export LEC_CHECK = 1
export CORE_UTILIZATION = 50
==> /design/flow/constraint.sdc <==
current_design vreg_writeback_stage

set clk_period 38.4
set clk_io_pct 0.2

create_clock -name clk0 -period $clk_period [get_ports {clk_i}]

set non_clock_inputs [all_inputs -no_clocks]
set_input_delay [expr $clk_period * $clk_io_pct] -clock clk0 $non_clock_inputs
set_output_delay [expr $clk_period * $clk_io_pct] -clock clk0 [all_outputs]
==> reports/results.env <==
SLOWEST_STAGE='sky130_fd_sc_hd__nor2_1'
CP_DATA_REQUIRED_TIME_NS=30.72
CELLINTERNALPOWER_uW=8770
FINAL_CORE_UTIL_PCT=56.6
SETUP_VIOLATIONS=0
POWERDENSITY_nW_PER_UM2=40.3
WORSTPATHARRIVAL_NS=11.47
CTS-ROOT-BUF='sky130_fd_sc_hd__clkbuf_16'
MAXIMUM_OPERATING_FREQUENCY_MHz=52.2
DIE_X_UM=721
MIN_TO='regfile_core.rd_data_o[119]'
OUTCOME='completed'
R2R_SETUP_SLACK_NS=36.08
CRITPATHMOSTFREQUENTCELL='sky130_fd_sc_hd__clkdlybuf4s50_1'
R2R_START='regfile_core.lane_mem[4][1]'
HOLD_PATH_STARTPOINT='regfile_core.lane_mem[124][23]'
FIRST_ITER_VIOLATIONS=10800
CRITPATHBUFINV=3
DIE_HEIGHT_UM=721
ROUTABILITYCONGESTION=0.970
PERIOD_MINUS_SLACK_NS=19.15
CTS_RESIZED=0
YS_CELLS=16200
POST-CTS-SETUP-BUFFERS=0
CRITPATHCAPTURETYPE='primary output'
LAYOUT_WORST_PATH_CYCLE_SHARE_PCT=49.9
SEQ_POWER_SHARE_PCT=45.5
FIRST_PASS_GRT_WIRE_LENGTH_MM=1350
YOSYSUNIQUECELLTYPES=44
TALLY_OF_MAX_CAPACITANCE_VIOLATIONS=0
YOSYS_WARNINGS=3
P_SW_uW=2980
CRIT-REG2REG-CAPTURE='regfile_core.rd_data_o[129]'
GLOBALROUTEOVERFLOWTOTAL=0
SYNTH_TOP_AREA_SHARE_PCT=47.6
FINAL-INSTANCE-COUNT-EXCL-FILL=24000
WORST_SLEW_MARGIN_REL_PCT=18.6
GRT_PASS1_VIAS=179000
CHAIN_OF_CELLS_FORMING_THE_CRITICAL_PATH='clkdlybuf4s50_1 > xor2_1 > nor4_1 > nand4_1 > buf_4 > nor2_1 > clkdlybuf4s50_1'
DRTANTENNAVIOLNETS=0
WORST_VDD_DROP_mV=0.0501
LEAKAGE_uW=0.0952
POST-PLACE-CELLS=23000
DP_HPWL_MM=629
DRV_SLEW=0
PATH_MAX_FANOUT=18
N_FILL_CELL=38500
SETUP.WORST_PATH.START_CLASS='input pin'
R2R.WORST_PATH.CELLS=4
CTS_TREE='done'
SYNTH-SEQ-AREA-SHARE_PCT=49.6
CLOCK_POWER_SHARE_PCT=41.9
FINAL_LAYOUT_SIZE_SUFFIX_GT1_SHARE_PCT=52.2
WORST_PATH_DOMINANT_CELL_FAMILY='simple AND/OR/NAND/NOR gates'
WORST-SETUP-PATH-TYPE='in2out'
SETUP_REPAIR_AFTER_GLOBAL_ROUTING_MISSED_ITS_MARGIN='no'
CLOCK_LATENCY_ON_THE_WORST_SKEW_PAIR_NS=1.10
CTS_MAX_PATH_BUFFERS=4
FLOORPLAN.CORE_UTIL_PCT=50.3
FP.COREAREA_UM2=514000
SWITCHING_SHARE_PCT=25.3
REMAINING_DRC_ERRORS=0
HTREEDEPTH=6
FIRSTDRTPASSITERS=7
NUM_VIAS=166000
FINALCLOCKSKEW_NS=0.0537
MOSTFREQUENTLAYOUTCELL='sky130_fd_sc_hd__mux2_2'
SYNTH_TOP_CELL_BY_AREA='sky130_fd_sc_hd__edfxtp_1'
ROWS=263
MEAN_POST_SYNTH_CELL_AREA_UM2=16.0
GRT_MAX_DEGREE=84
YOSYS_MOST_USED_DFF='sky130_fd_sc_hd__edfxtp_1'
TOP_LEVEL_PORTS=568
DRT-WIRELENGTH-PER-CELL_UM=40.2
HOLD_DEPTH=3
SYNTHESIZED_AREA_UM2=258000
ANTENNA_FOUND_INITIAL=78
SLEW_OF_THE_PIN_WITH_THE_LOWEST_SLEW_MARGIN_NS=1.22
FINAL.SETUP.TNS_NS=0
CLK_PIN_SLEW_NS=0.05
SYN_INST=16200
ENABLE_FLOP_CELLS=4096
CHIP_AREA_UM2=520000
FINALWIRELENGTH_MM=966
COMBINATIONALPOWERSHARE_PCT=12.6
CRITPATHMAXSTAGEDELAY_NS=0.93
VIA_PER_INST=6.91
YOSYS.STAT.CHIPAREA_UM2=258000
ASYNC_RESET_FF_SHARE_PCT=0
AREA_GROWTH_PCT=12.6
GRTUSAGETOTAL_PCT=40.6
IO_BUFFER_COUNT=567
CTS_NUM_SINKS=4352
WARNING_COUNT=28
CTS_MADE_BUFFERS=523
YOSYS-TOP-CELLS-AREA='sky130_fd_sc_hd__edfxtp_1 (48%), sky130_fd_sc_hd__mux2_2 (19%), sky130_fd_sc_hd__mux4_2 (16%), sky130_fd_sc_hd__mux2i_1 (3.1%), sky130_fd_sc_hd__o211ai_4 (2.2%)'
CTS-HOLD-FIX-BUFFERS=0
MOSTFREQUENTLAYOUTCELLS='sky130_fd_sc_hd__mux2_2 (4310), sky130_fd_sc_hd__edfxtp_1 (4096), sky130_fd_sc_hd__mux4_2 (1832)'
WORST_HOLD_PATH_TYPE='reg2reg'
SYNTH_FLOP_COUNT=4352
TIMING_HOLD_VIOLATIONS_FINAL=0
[how the worst max path moves through the flow]
stage                      from           to  slack [ns]  cells after the start
finish        addr_compute_i[0]  stall_lsu_o       19.25                      7
global route  addr_compute_i[0]  stall_lsu_o       19.24                      7
CTS           addr_compute_i[3]  stall_lsu_o       19.22                      7
[worst reg2reg max path, delay by kind of cell, from the launching register on]
| family | cells | cell delay (ns) |
|---|---|---|
| mux | 2 | 0.81 |
| compound gates | 2 | 0.87 |
| flops | 1 | 0.42 |
[kinds of logic (layout without fill, tap and decap cells)]
kind of cell,count (synthesis),count (layout),share of synthesized area (%)
flops,4352,4352,49.6
mux,6952,6952,37.9
simple gates,806,806,1.50
xor+xnor,5,5,0.0169
other cells,0,131,0
compound gates,2193,2193,7.83
buf+inv,1853,2686,3.18
[area by class of cell]
type	instances	area, um2	share of cell area, %
sequential	4352	128000	44.0
clock buffer	692	14300	4.92
tap	6890	8620	2.96
clock inverter	242	2430	0.835
multi-input combinational	9956	122000	42.1
timing repair buffer	1752	14800	5.08
antenna	131	328	0.113
[stage by stage]
| step | power, uW | hold slack (ns) | setup slack [ns] | instance area [um2] |
|---|---|---|---|---|
| after floorplan | 6250 | 0.750 | 21.69 | 258000 |
| after global placement | 6860 | 0.788 | 19.08 | 274000 |
| after detailed placement | 6880 | 0.791 | 19.23 | 274000 |
| after CTS | 11800 | 0.805 | 19.22 | 291000 |
| after global routing | 12000 | 0.847 | 19.24 | 291000 |
| final | 11700 | 0.804 | 19.25 | 291000 |
[routing by layer]
| metal | track usage [%] | share of wire (%) |
|---|---|---|
| met2 | 56.2 | 45 |
| met4 | 20.7 | 6.4 |
| met1 | 48.2 | 31 |
| met3 | 28.8 | 17 |
| met5 | 4.37 | 0.24 |
[synth_stat cells, types with 9 or more instances]
cell type	instances
sky130_fd_sc_hd__dfxtp_1	256
sky130_fd_sc_hd__mux2_2	4310
sky130_fd_sc_hd__o221ai_1	432
sky130_fd_sc_hd__buf_1	109
sky130_fd_sc_hd__o21ai_4	192
sky130_fd_sc_hd__o211ai_4	266
sky130_fd_sc_hd__buf_2	295
sky130_fd_sc_hd__or2_2	226
sky130_fd_sc_hd__nand2_1	27
sky130_fd_sc_hd__buf_4	30
sky130_fd_sc_hd__nand3_1	66
sky130_fd_sc_hd__o2111ai_2	53
sky130_fd_sc_hd__nand2b_1	11
sky130_fd_sc_hd__a221oi_1	44
sky130_fd_sc_hd__buf_6	102
sky130_fd_sc_hd__and2_1	19
sky130_fd_sc_hd__o22ai_1	224
sky130_fd_sc_hd__nor2b_1	9
sky130_fd_sc_hd__mux2i_1	808
sky130_fd_sc_hd__mux4_2	1832
sky130_fd_sc_hd__nor2_2	12
sky130_fd_sc_hd__o21ai_0	504
sky130_fd_sc_hd__a21oi_1	432
sky130_fd_sc_hd__nor2_1	419
sky130_fd_sc_hd__a22o_1	44
sky130_fd_sc_hd__edfxtp_1	4096
sky130_fd_sc_hd__clkbuf_1	1314
[power groups by stage]
stage                 clock [uW]  combinational, uW  sequential [uW]
after global routing        5140               1540             5350
final                       4920               1480             5340
after CTS                   4960               1450             5340
[state kept, by name, indices dropped and copies added (netlist names)]
register / count
regfile_core.rd_data_o: 256
regfile_core.lane_mem: 4096
No activity file was given, so power comes from the tool's default toggle rates.
